==> design/flow/design.v <==
`timescale 1ns / 1ps
module conv1_weights_memory(
    input  wire                clk,
    input  wire                rst,
    input  wire                start,
    input  wire        [4: 0]  input_filter,
    output wire signed [15: 0] w0, w1,
    output wire signed [31: 0] b,
    output wire                done
);
    reg signed [15: 0] weights0 [0:19];
    reg signed [15: 0] weights1 [0:19];
    reg signed [31: 0] bias     [0:19];
    initial begin
        weights0[0] <=  -551; weights0[1] <=   -35; weights0[2] <=  -460; weights0[3] <=    -1; weights0[4] <=    -6; weights0[5] <=    -4; weights0[6] <=  -542; weights0[7] <=   267; weights0[8] <=  -474; weights0[9] <=  -637; weights0[10] <=   -16; weights0[11] <=  -485; weights0[12] <=     0; weights0[13] <=   978; weights0[14] <=   -15; weights0[15] <=  -497; weights0[16] <=    11; weights0[17] <=   395; weights0[18] <=  -953; weights0[19] <=  -647; 
        weights1[0] <=   577; weights1[1] <=    12; weights1[2] <=  -737; weights1[3] <=   -13; weights1[4] <=   590; weights1[5] <=     4; weights1[6] <=   609; weights1[7] <= -1219; weights1[8] <=  -630; weights1[9] <=  -460; weights1[10] <=    -9; weights1[11] <= -1330; weights1[12] <=   -12; weights1[13] <=  -942; weights1[14] <=    18; weights1[15] <= -1270; weights1[16] <=    60; weights1[17] <= -1709; weights1[18] <=    70; weights1[19] <=   658; 
        bias[0] <= 477383; bias[1] <= -808036; bias[2] <= -1332065; bias[3] <= -531149; bias[4] <= -1745857; bias[5] <= -74238; bias[6] <= 527788; bias[7] <= 747790; bias[8] <= 459118; bias[9] <= -1312600; bias[10] <= -272469; bias[11] <= 733043; bias[12] <= -234679; bias[13] <= -780901; bias[14] <= -340703; bias[15] <= 743281; bias[16] <= -272248; bias[17] <= 683411; bias[18] <= -805462; bias[19] <= -1882176; 
    end
    assign w0   = weights0[input_filter];
    assign w1   = weights1[input_filter];
    assign b    = bias[input_filter];
    assign done = (start == 1) ? 1 : 0;
endmodule
==> design/flow/run.sh <==
#!/bin/bash
# OpenROAD 26Q1-2900-gdf79404cd8, Yosys 0.63+post, stock flow scripts
make -C /OpenROAD-flow-scripts/flow DESIGN_CONFIG=/design/flow/config.mk WORK_HOME=/design/flow/orfs finish
==> design/flow/config.mk <==
export PLATFORM = sky130hd
export DESIGN_NAME = conv1_weights_memory
export DESIGN_NICKNAME = conv1_weights_memory
export VERILOG_FILES = /design/flow/design.v
export SDC_FILE = /design/flow/constraint.sdc
export NUM_CORES = 4
export LEC_CHECK = 1
export CORE_AREA = 10 10 83 83
export DIE_AREA = 0 0 93 93
==> design/flow/constraint.sdc <==
current_design conv1_weights_memory

set clk_period 2.3
set clk_io_pct 0.2

create_clock -name clk0 -period $clk_period

set non_clock_inputs [all_inputs -no_clocks]
set_input_delay [expr $clk_period * $clk_io_pct] -clock clk0 $non_clock_inputs
set_output_delay [expr $clk_period * $clk_io_pct] -clock clk0 [all_outputs]
==> flow_summary.ini <==
; synthesis and place-and-route metrics
[run_status]
status = complete, no violations

[final_layout]
seq_cell_count = 0
utilization = 0.652
clock_buffers = 0
area_delta_synth_final_pct = 107
drive_above_1_share = 0.432
fin_cells = 443
seq_area_um2 = 0

[placed_design]
dp_hpwl_um = 5450
dp.cells = 413
port_buffers = 69
gp_congestion = 0.968

[pwr]
p_leak_nw = 1.58
power_density_nw_per_um2 = 216
swShare = 0.425
clock_power_share = 0
ir_drop_uv = 104
p_comb_frac = 1.000
power.switching_w = 0.000308
p_seq_frac = 0
p_int_w = 0.000417

[job]
cap_violations = 0
warnings = 47

[worst_setup_path]
cp.required_ns = 1.84
cp-end-kind = output port
cp_max_fo = 7
cp-start-kind = primary input
arrival_ns = 1.81
path_class = primary input to output port

[logic_synthesis]
yosys_cells = 251
yosysUniqueCellTypes = 50
ys_top_cells_by_count = nand2_1, buf_4, a21oi_1, nand3_1, nor2_1
top_cells_by_area = buf_4, ha_1, nand2_1
synth_top_area_share = 0.111
most_common_cell = nand2_1
postSynthCellCount = 251
yosys_warnings = 1
syn_area_per_cell_um2 = 6.45
yosysChipArea_um2 = 1620
yosysSeqAreaShare = 0
largest_area_cell = buf_4
synth_area_um2 = 1620

[floorplan]
initCoreUtil = 0.315
dieArea_um2 = 8650
dieHeight_um = 93
core_region_area_um2 = 5140
pin_count = 73
rows = 26
die_x_um = 93

[grt]
track_usage = 0.183
overflow = 0
antenna_found_initial = 0
grt_pass1_wl_um = 13000
grt_start_max_net_pins = 19
grt_pass1_vias = 2454

[drt]
via_count = 2521
drc_errors = 0
finalWirelength_um = 8640
wl_per_cell_um = 19.5
initialDrtViolationCount = 257
final_antenna_net_count = 0
insertedDiodeCount = 0
viasPerCell = 5.69
drt_first_pass_iters = 5

[final_timing]
max-slew-margin-rel = 0.753
drv_slew = 0
min_period_ns = 2.27
hold_viol_final = 0
rsz0062_at_grt = true
worstMarginPinSlew_ns = 0.367
finalCritPeriodShare = 0.987
fmax_mhz = 440
setup_viol = 0

[hold_path]
hp-class = primary input to output port

[clock_network]
cts.hold.buffers_added = 0
-- placed cells by master (no fill, tap or decap), types with 6 or more instances in the layout --
cell type / n
a21oi_1: 15
buf_4: 76
buf_6: 11
buf_8: 6
clkdlybuf4s50_1: 9
dlygate4sd2_1: 42
dlymetal6s2s_1: 7
ha_4: 9
nand2_1: 22
nand2b_4: 6
nand3_1: 15
nor2_1: 12
nor3_1: 6
o211ai_1: 9
o21ai_0: 7
o21ai_1: 8
-- worst max-delay path, stage by stage --
cell,delay [ns]
buf_8,0.09
inv_6,0.04
buf_8,0.13
buf_4,0.15
ha_1,0.19
nor2_1,0.11
o31a_1,0.16
clkdlybuf4s50_1,0.47
-- area by class of cell --
class	count	area [um^2]
fill	395	1790
inverter	7	42.5
multi-input combinational	200	1620
tap	70	87.6
timing repair buffer	166	1600
-- cell families (layout without fill, tap and decap cells) --
| kind of cell | Yosys count | after routing | share of synthesized area |
|---|---|---|---|
| fa+ha+maj | 14 | 14 | 0.108 |
| mux | 1 | 1 | 0.00695 |
| buf+inv | 51 | 173 | 0.220 |
| simple gates | 104 | 104 | 0.326 |
| compound gates | 80 | 80 | 0.333 |
| xor+xnor | 1 | 1 | 0.00541 |
-- through the flow --
step	hold WS (ns)	power (W)	area, um^2	setup TNS (ns)	setup WS (ns)
detailed placement	0.920	0.000581	2590	-39.95	-0.823
global placement	0.920	0.000580	2590	-40.52	-0.794
floorplan	0.986	0.000262	1620	0	0.0103
CTS	0.920	0.000681	3210	-0.00166	-0.00166
finish	0.920	0.000725	3350	0	0.0291
global route	0.920	0.000779	3350	-0.0739	-0.0165
-- power groups by stage --
stage | clock network (W) | registers (W) | logic (W)
finish | 0 | 0 | 0.000725
global route | 0 | 0 | 0.000779
CTS | 0 | 0 | 0.000681
-- worst paths after layout --
| path | startpoint | endpoint | slack, ns | depth (start not counted) |
|---|---|---|---|---|
| max | input_filter[1] | b[0] | 0.03 | 8 |
| min | start | done | 0.92 | 0 |
-- per-layer routing --
layer,part of all wire,GRT usage
met1,0.41,0.235
met2,0.44,0.292
met3,0.11,0.0477
met4,0.038,0.0591
met5,0,0
-- timing repair --
item,CTS,global route
buffers inserted,22,4
gates resized,164,40
gates cloned,7,0
hold endpoints to repair,0,0
pin swaps,24,13
endpoints found under the setup margin,64,27
Power and IR drop assume default switching activity.
