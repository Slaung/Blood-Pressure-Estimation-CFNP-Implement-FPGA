==> design/flow/design.v <==
`timescale 1ns / 1ps
module fr_weights_memory(
    input  wire                clk,
    input  wire                rst,
    input  wire                start,
    input  wire        [ 2: 0] output_filter_m,
    input  wire        [ 2: 0] output_filter_v,
    input  wire        [ 4: 0] input_filter,
    output wire signed [15: 0] m,
    output wire signed [15: 0] v,
    output wire                done
);
    reg signed [15:0] wm [0:4][0:20];
    reg signed [15:0] wv [0:4][0:20];
    initial begin
        wm[0][0] <=   463; wm[0][1] <=  -312; wm[0][2] <=  -243; wm[0][3] <=    46; wm[0][4] <=   374; wm[0][5] <=  -339; wm[0][6] <=    75; wm[0][7] <=   401; wm[0][8] <=  -120; wm[0][9] <=   356; wm[0][10] <=    61; wm[0][11] <=  -338; wm[0][12] <=   513; wm[0][13] <=   324; wm[0][14] <=   -84; wm[0][15] <=   382; wm[0][16] <=   224; wm[0][17] <=   -95; wm[0][18] <=  -282; wm[0][19] <=   410; wm[0][20] <=    97; 
        wm[1][0] <=   458; wm[1][1] <=  -309; wm[1][2] <=  -249; wm[1][3] <=    48; wm[1][4] <=   376; wm[1][5] <=  -323; wm[1][6] <=    76; wm[1][7] <=   409; wm[1][8] <=  -113; wm[1][9] <=   352; wm[1][10] <=    83; wm[1][11] <=  -327; wm[1][12] <=   505; wm[1][13] <=   343; wm[1][14] <=   -78; wm[1][15] <=   378; wm[1][16] <=   243; wm[1][17] <=   -81; wm[1][18] <=  -271; wm[1][19] <=   413; wm[1][20] <=   108; 
        wm[2][0] <=   459; wm[2][1] <=  -311; wm[2][2] <=  -244; wm[2][3] <=    42; wm[2][4] <=   370; wm[2][5] <=  -339; wm[2][6] <=    73; wm[2][7] <=   402; wm[2][8] <=  -120; wm[2][9] <=   355; wm[2][10] <=    62; wm[2][11] <=  -338; wm[2][12] <=   511; wm[2][13] <=   324; wm[2][14] <=   -84; wm[2][15] <=   381; wm[2][16] <=   225; wm[2][17] <=   -94; wm[2][18] <=  -283; wm[2][19] <=   410; wm[2][20] <=    98; 
        wm[3][0] <=   457; wm[3][1] <=  -309; wm[3][2] <=  -249; wm[3][3] <=    48; wm[3][4] <=   376; wm[3][5] <=  -323; wm[3][6] <=    76; wm[3][7] <=   410; wm[3][8] <=  -114; wm[3][9] <=   352; wm[3][10] <=    83; wm[3][11] <=  -328; wm[3][12] <=   505; wm[3][13] <=   342; wm[3][14] <=   -79; wm[3][15] <=   378; wm[3][16] <=   242; wm[3][17] <=   -82; wm[3][18] <=  -271; wm[3][19] <=   412; wm[3][20] <=   107; 
        wm[4][0] <=   463; wm[4][1] <=  -311; wm[4][2] <=  -242; wm[4][3] <=    46; wm[4][4] <=   374; wm[4][5] <=  -339; wm[4][6] <=    76; wm[4][7] <=   401; wm[4][8] <=  -120; wm[4][9] <=   356; wm[4][10] <=    60; wm[4][11] <=  -339; wm[4][12] <=   513; wm[4][13] <=   324; wm[4][14] <=   -85; wm[4][15] <=   382; wm[4][16] <=   224; wm[4][17] <=   -95; wm[4][18] <=  -282; wm[4][19] <=   410; wm[4][20] <=    97; 
        wv[0][0] <=    23; wv[0][1] <=    69; wv[0][2] <=    84; wv[0][3] <=    38; wv[0][4] <=    25; wv[0][5] <=     6; wv[0][6] <=    58; wv[0][7] <=     4; wv[0][8] <=    43; wv[0][9] <=    30; wv[0][10] <=     1; wv[0][11] <=    14; wv[0][12] <=    14; wv[0][13] <=     2; wv[0][14] <=    56; wv[0][15] <=     6; wv[0][16] <=     3; wv[0][17] <=     4; wv[0][18] <=     2; wv[0][19] <=     2; wv[0][20] <=    77; 
        wv[1][0] <=    25; wv[1][1] <=    88; wv[1][2] <=   129; wv[1][3] <=    56; wv[1][4] <=    34; wv[1][5] <=     7; wv[1][6] <=    91; wv[1][7] <=     5; wv[1][8] <=    51; wv[1][9] <=    38; wv[1][10] <=     2; wv[1][11] <=    15; wv[1][12] <=    16; wv[1][13] <=     2; wv[1][14] <=    72; wv[1][15] <=     7; wv[1][16] <=     3; wv[1][17] <=     5; wv[1][18] <=     3; wv[1][19] <=     3; wv[1][20] <=    95; 
        wv[2][0] <=    24; wv[2][1] <=    69; wv[2][2] <=    78; wv[2][3] <=    48; wv[2][4] <=    31; wv[2][5] <=     6; wv[2][6] <=    59; wv[2][7] <=     4; wv[2][8] <=    48; wv[2][9] <=    31; wv[2][10] <=     2; wv[2][11] <=    14; wv[2][12] <=    14; wv[2][13] <=     2; wv[2][14] <=    69; wv[2][15] <=     6; wv[2][16] <=     3; wv[2][17] <=     4; wv[2][18] <=     2; wv[2][19] <=     3; wv[2][20] <=    73; 
        wv[3][0] <=    25; wv[3][1] <=    84; wv[3][2] <=   128; wv[3][3] <=    57; wv[3][4] <=    35; wv[3][5] <=     7; wv[3][6] <=    92; wv[3][7] <=     5; wv[3][8] <=    52; wv[3][9] <=    39; wv[3][10] <=     2; wv[3][11] <=    15; wv[3][12] <=    16; wv[3][13] <=     2; wv[3][14] <=    74; wv[3][15] <=     7; wv[3][16] <=     3; wv[3][17] <=     5; wv[3][18] <=     3; wv[3][19] <=     3; wv[3][20] <=   101; 
        wv[4][0] <=    23; wv[4][1] <=    68; wv[4][2] <=    86; wv[4][3] <=    38; wv[4][4] <=    25; wv[4][5] <=     6; wv[4][6] <=    56; wv[4][7] <=     4; wv[4][8] <=    44; wv[4][9] <=    30; wv[4][10] <=     1; wv[4][11] <=    14; wv[4][12] <=    14; wv[4][13] <=     2; wv[4][14] <=    57; wv[4][15] <=     6; wv[4][16] <=     2; wv[4][17] <=     4; wv[4][18] <=     2; wv[4][19] <=     3; wv[4][20] <=    76; 
    end
    assign m    = (start == 1)? wm[output_filter_m][input_filter] : 0;
    assign v    = (start == 1)? wv[output_filter_v][input_filter] : 0;
    assign done = (start == 1)? 1 : 0;
endmodule
==> design/flow/run.sh <==
#!/bin/bash
# OpenROAD 26Q1-2900-gdf79404cd8, Yosys 0.63+post, stock flow scripts
make -C /OpenROAD-flow-scripts/flow DESIGN_CONFIG=/design/flow/config.mk WORK_HOME=/design/flow/orfs finish
==> design/flow/config.mk <==
export PLATFORM = sky130hd
export DESIGN_NAME = fr_weights_memory
export DESIGN_NICKNAME = fr_weights_memory
export VERILOG_FILES = /design/flow/design.v
export SDC_FILE = /design/flow/constraint.sdc
export NUM_CORES = 4
export LEC_CHECK = 1
export CORE_UTILIZATION = 40
==> design/flow/constraint.sdc <==
current_design fr_weights_memory

set clk_period 7.1
set clk_io_pct 0.2

create_clock -name clk0 -period $clk_period

set non_clock_inputs [all_inputs -no_clocks]
set_input_delay [expr $clk_period * $clk_io_pct] -clock clk0 $non_clock_inputs
set_output_delay [expr $clk_period * $clk_io_pct] -clock clk0 [all_outputs]
==> results.txt <==
flow finished, numbers: outcome finished, final reports clean, max cap viols 0, gp weighted congestion between 1 and 1.5, CP max FO 15, RSZ-0062 raised after global routing no, Hold Path Stages 3, yosys synthesis chip area approximately 4600 um^2, WL/cell roughly 20 um, largest net degree at the start of global routing 54, tool warnings ~47, top cells, area ha_1 (10%), a21oi_1 (5.5%), nand2_1 (5.1%), WP depth 13, hold endpoint done, Static Leak 1.97 nW, mapped cell area ~4600 um^2, final non-filler cell total 805, Final Hold Vio Count 0, vias 5343, slew margin rel. 42.6%, Pre-Place Util between 40% and 50%, crit-path cells clkdlybuf4s50_1, ha_1, inv_1, fa_1, inv_1, ha_2, xor2_4, buf_4, nor2_1, or3_1, mux4_2, o22ai_1, clkdlybuf4s50_1, fmax around 140 MHz, Initial DRC Count approximately 720, Top-area cell share approximately a tenth, DRC 0, CP max stage cell mux4_2, CP startpoint kind input port, worst hold margin just under 4000 ps, PwrDens about 280 nW/um^2, Buf/Inv on CP 5, Placeable Area 11000 um^2, CP arrival 5480 ps, biggest area consumer among synthesized cells ha_1, hpwl dp about 12000 um, Placed Cells roughly 800, # Cells Yosys about 660, crit end category output pin, # clk buffers 0, Distinct cells, synth 93, cell family with most CP delay buffers and inverters, Vias/cell around 6.6, Worst Path Required 5680 ps, global route overflow 0, min-delay src start, GRT Total Usage 28.5%, die height around 110 um, # rows 38, overall power ~1.4 mW, Syn Inst Count 656, worst slew pin tran approximately 860 ps, Period Utilization, post-route between 90% and 100%, register area 0 um^2, initial antenna violation count 0, number of nets with antenna violations after routing 0, Initial DRT Pass Iterations 5, Routed WL around 16000 um, number of buffers added on ports 37, crit path launch output_filter_m[2], area growth from synthesis to layout 9.01%, total die size between 10000 and 15000 um^2, register share after synthesis 0%, critical path class input port to output pin, synthesized area per cell approximately 7.0 um^2, layout cells sized above 1 ~13%, Final Setup Violations 0, crit path time final slightly below 7000 ps, io pins between 40 and 50, hold buffers post-CTS 0, die width roughly 110 um, Hold Path Class input port to output pin, vias in the first global route around 4.7k, Sum Neg Setup Slack 0 ps, # diodes 0, maximum vdd ir drop between 0.15 and 0.2 mV, Final Slew Violations 0, synth warn 1, sequential cell count 0, Finished Core Util between 40% and 50%, CP max stage delay approximately 530 ps, global-route wire length before repair 26100 um
==> layout make-up <==
cell class,instances,area (um^2)
timing repair buffer,78,716
fill,1114,6000
tap,140,175
inverter,22,82.6
multi-input combinational,565,4010
==> placed cells by master, fill, tap and decap left out, types with 7 or more instances in the layout <==
cell type,n
nand2_1,62
nor2_1,62
a21oi_1,50
o21ai_0,44
buf_4,38
ha_1,37
clkdlybuf4s50_1,37
nor3_1,29
inv_1,20
a211oi_1,19
nand3_1,16
mux2i_1,12
a31oi_1,12
nor4_1,11
o22ai_1,11
a311oi_1,10
o311ai_0,9
conb_1,8
nand2b_1,7
or3_1,7
==> cell usage after synthesis (6+ instances only) <==
| cell | n |
|---|---|
| or3_1 | 7 |
| nor2_1 | 62 |
| a21oi_1 | 50 |
| o311ai_0 | 9 |
| o211ai_1 | 6 |
| buf_2 | 20 |
| buf_6 | 8 |
| nor2b_1 | 6 |
| nor4_1 | 11 |
| ha_1 | 38 |
| a31oi_1 | 12 |
| o22ai_1 | 11 |
| a211oi_1 | 19 |
| nor3_1 | 29 |
| mux2i_1 | 12 |
| o21ai_0 | 44 |
| a211o_1 | 6 |
| o31ai_1 | 6 |
| clkbuf_1 | 22 |
| buf_4 | 19 |
| nand2b_1 | 7 |
| nand3_1 | 16 |
| inv_1 | 20 |
| a311oi_1 | 10 |
| clkbuf_8 | 6 |
| nand2_1 | 62 |
==> cells by family (layout without fill, tap and decap cells) <==
logic type | count (synthesis) | in the layout | share of synthesized area (%)
xor+xnor | 13 | 13 | 4.68
buf+inv | 98 | 100 | 13.3
simple gates | 235 | 235 | 24.9
fa+ha+maj | 42 | 42 | 12.2
other cells | 1 | 8 | 0.0820
mux | 21 | 21 | 6.08
compound gates | 246 | 246 | 38.8
==> layer usage <==
metal  global-route usage [%]  share of wire, %  vias to the layer above
met1                     46.3                45                     2442
met2                     38.7                40                      359
met5                        0                 0                        -
met4                     5.98               2.7                        0
met3                     4.75                12                       34
li1                         -                 -                     2508
==> stage by stage <==
step	setup WS, ps	area, um^2
finish	201	4980
global route	2.47	4980
CTS	124	4960
detailed placement	156	4960
global placement	38.7	4960
floorplan	1540	4600
==> how the worst max path moves through the flow <==
stage,to,slack [ps]
4_1_cts,m[12],120
5_1_grt,m[14],2
6_report,m[5],200
==> repair_timing <==
item | CTS | global route
resized | 0 | 2
endpoints found under the setup margin | 0 | 13
setup buffers | 0 | 3
==> report_power, final <==
group          internal, mW  switching (mW)  total, mW
Combinational         0.583           0.809       1.39
Clock                     0               0          0
Sequential                0               0          0
Power is estimated from default activity; no workload was simulated.
