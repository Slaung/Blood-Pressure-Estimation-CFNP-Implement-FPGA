File: flow/run.sh
#!/bin/bash
# OpenROAD 26Q1-2900-gdf79404cd8, Yosys 0.63+post, stock flow scripts
make -C /OpenROAD-flow-scripts/flow DESIGN_CONFIG=/design/flow/config.mk WORK_HOME=/design/flow/orfs finish
File: flow/config.mk
export PLATFORM = sky130hd
export DESIGN_NAME = bn_weights_memory
export DESIGN_NICKNAME = bn_weights_memory
export VERILOG_FILES = /design/flow/design.v
export SDC_FILE = /design/flow/constraint.sdc
export NUM_CORES = 4
export LEC_CHECK = 1
export CORE_AREA = 10 10 70 70
export DIE_AREA = 0 0 80 80
File: flow/constraint.sdc
current_design bn_weights_memory

set clk_period 2.1
set clk_io_pct 0.2

create_clock -name clk0 -period $clk_period

set non_clock_inputs [all_inputs -no_clocks]
set_input_delay [expr $clk_period * $clk_io_pct] -clock clk0 $non_clock_inputs
set_output_delay [expr $clk_period * $clk_io_pct] -clock clk0 [all_outputs]
File: flow/design.v
`timescale 1ns / 1ps
module bn_weights_memory(
    input  wire                clk,
    input  wire                rst,
    input  wire                start,
    input  wire        [3: 0]  input_filter,
    output wire signed [15: 0] p,
    output wire signed [31: 0] q,
    output wire                done
);
    reg signed [15: 0] ps [0: 9];
    reg signed [31: 0] qs [0: 9];
    initial begin
        ps[0] <=      107; ps[1] <=    10712; ps[2] <=     -190; ps[3] <=    28571; ps[4] <=     1383; ps[5] <=     3836; ps[6] <=    14619; ps[7] <=      345; ps[8] <=      850; ps[9] <=      781; 
        qs[0] <=  -649363; qs[1] <=   -28612; qs[2] <=   721518; qs[3] <=   -28612; qs[4] <= -1317672; qs[5] <= -1687291; qs[6] <=   -28612; qs[7] <=  -340603; qs[8] <=  -969524; qs[9] <= -1931286;
    end
    assign p    = ps[input_filter];
    assign q    = qs[input_filter];
    assign done = (start == 1) ? 1 : 0;
endmodule
==> results.json <==
{
  "flops": 0,
  "path_depth": 7,
  "fillers": 334,
  "setup_viol": 0,
  "yosys_cells": 98,
  "antenna_found_initial": 0,
  "ys_types": 24,
  "port_buffers": 52,
  "die_h_um": 80,
  "endpoint_kind": "primary output",
  "drcViolationCount": 0,
  "num_vias": 909,
  "slew_viol_final": 0,
  "critPathArrivalTime_ns": 1.65,
  "p_per_area_nw_per_um2": 179,
  "n_antenna_cell": 0,
  "min_path_cells": 0,
  "dr.first_iter.drc_count": 22,
  "place_ws_ns": -0.552,
  "grt_pass1_wl_mm": 4.44,
  "via_per_inst": 4.23,
  "dieArea_um2": 6400,
  "ys_warn_count": 1,
  "synth_area_um2": 623,
  "fin_tns_setup_ns": 0,
  "clock.fmax_mhz": 484,
  "wl_mm": 2.80,
  "grt_pass1_vias": 893,
  "critical_path.cell_chain": "buf_6 > inv_4 > ha_4 > or2_4 > a21o_1 > inv_2 > clkdlybuf4s50_1",
  "drt_first_pass_iters": 4,
  "syn_inst": 98,
  "combGateArea_um2": 571,
  "synth_top_area_share_pct": 20.1,
  "fin_crit_sh_pct": 98.5,
  "status": "finished clean",
  "critical_path_class": "input pin to primary output",
  "path_max_fanout": 4,
  "rsz0062_at_grt": "yes",
  "ys_seq_share_pct": 0,
  "maxCapViolCount": 0,
  "syn_area_per_cell_um2": 6.36,
  "topCellsByArea": "ha_1 (20%), buf_4 (14%), nand2_1 (7.8%)",
  "relSlewSlack_pct": 85.5,
  "rows": 21,
  "yosys.area.top_type": "ha_1",
  "place.gp.congestion": 0.808,
  "overflow": 0,
  "hp-class": "input pin to primary output",
  "die_w_um": 80,
  "cpMaxStageDelayCell": "clkdlybuf4s50_1",
  "crit_buf_inv": 4,
  "dpl_cell_area_um2": 1260,
  "antenna_left": 0,
  "path_delay_family": "buffers and inverters",
  "ys_area_um2": 623,
  "core-area_um2": 3420,
  "clock_buffer_count": 0,
  "grt_usage_pct": 8.20,
  "tightest_slew_ns": 0.217,
  "ir_worst_vdd_mv": 0.110,
  "fp-utilization_pct": 18.2,
  "period_minus_slack_ns": 2.07,
  "required_ns": 1.68,
  "log.warning_count": 43,
  "leakagePower_nw": 0.755,
  "critical_path.max_stage_delay_ns": 0.45,
  "ioPinCount": 56,
  "total_power_uw": 267,
  "setup_ws_ns": 0.0321,
  "wire_per_inst_um": 13.0,
  "drive_gt1_share_pct": 37.9,
  "hpwl_mm": 2.06,
  "place_inst": 202,
  "seq_area_um2": 0,
  "grt_start_max_net_pins": 10,
  "area_growth_pct": 139,
  "hold_viol": 0,
  "final_area_um2": 1490,
  "start_kind": "input pin",
  "final_cells": 215
}
==> synthesized netlist by cell type (all sizes together) <==
| cell type | number |
|---|---|
| mux2i | 1 |
| a21oi | 8 |
| o21a | 2 |
| ha | 10 |
| and2 | 1 |
| a211o | 1 |
| nor2 | 9 |
| o21ai | 8 |
| nand2b | 4 |
| a21o | 4 |
| nand2 | 13 |
| nor2b | 5 |
| a21boi | 2 |
| buf | 17 |
| or2 | 2 |
| inv | 9 |
| a211oi | 1 |
| o21bai | 1 |
==> power by group <==
group	internal (mW)	leakage (nW)	total (mW)	switching [mW]
clock network	0	0	0	0
registers	0	0	0	0
logic	0.168	0.755	0.267	0.0992
total	0.168	0.755	0.267	0.0992
==> cells by family after synthesis <==
logic type / after synthesis / share of synthesized area (%)
AND/OR/NAND/NOR: 34 / 26.1
adder cells (fa/ha/maj): 10 / 20.1
multiplexers: 1 / 1.61
buffers and inverters: 26 / 25.9
AND-OR/OR-AND: 27 / 26.3
==> path summary, 6_finish.rpt <==
path	startpoint	end	slack, ns
max	input_filter[1]	p[11]	0.03
min	start	done	0.84
==> per-stage QoR <==
| stage | util (%) | hold WS (ns) |
|---|---|---|
| after global placement | 36.8 | 0.840 |
| final | 43.7 | 0.840 |
| after floorplan | - | 0.906 |
| after global routing | 43.7 | 0.840 |
| after CTS | 41.2 | 0.840 |
| after detailed placement | 36.8 | 0.840 |
==> area by class of cell <==
cell class	count	share of cell area [%]
Timing Repair Buffer	87	54.3
Multi-Input combinational cell	72	38.3
Tap cell	46	3.86
Inverter	9	3.10
Timing Repair inverter	1	0.503
==> cells in the final DEF, fill, tap and decap left out, types with 2 or more instances in the layout <==
cell type / Yosys / final
nor2b_1: 4 / 4
a21boi_1: 2 / 2
ha_1: 10 / 6
ha_4: 0 / 3
nor2_1: 8 / 8
a21oi_2: 0 / 2
dlymetal6s2s_1: 0 / 6
nand2_1: 13 / 9
clkdlybuf4s50_1: 0 / 30
nand2b_4: 0 / 2
inv_2: 3 / 2
inv_4: 0 / 2
inv_1: 6 / 4
o21ai_2: 0 / 2
a21oi_1: 8 / 6
o21ai_1: 3 / 5
nand2_2: 0 / 3
buf_6: 2 / 6
nand2b_1: 4 / 2
buf_4: 12 / 30
o21a_1: 2 / 2
dlygate4sd2_1: 0 / 12
a21o_1: 4 / 4
==> metal layers <==
metal  share of wire, %  routed length (um)  vias to the layer above  global-route usage (%)
met1                 42                1180                      429                    9.95
met3                7.0                 197                        0                    2.27
met4                  0                   0                        0                       0
met2                 51                1420                       23                    14.8
met5                  0                   0                        -                       0
li1                   -                   -                      457                       -
==> timing repair <==
action | 4_1_cts | 5_1_grt
hold buffers | 0 | 0
resized | 57 | 20
buffers inserted | 11 | 1
pin swaps | 6 | 4
gates cloned | 1 | 0
setup endpoints to repair | 48 | 17
Power figures rest on the tool's default switching activity, not on a simulated workload.
